==> flow/design.v <==
`timescale 1ns / 1ps
module uart
 #(parameter clks_per_bit = 868)
(
    input clk_100MHz,        
    input reset,             
    input rx,                
    input tx_start,
    input [7:0] i_data_byte,
    output tx,
    output tx_done,
    output [7:0] o_data_byte,
    output o_data_ready
    );
        uart_receiver
        #(
            .clks_per_bit(clks_per_bit)
         )
         UART_RX_UNIT
         (
            .clk(clk_100MHz),
            .reset(reset),
            .i_rx(rx),
            .o_data_ready(o_data_ready),
            .o_data_byte(o_data_byte)
         );
       uart_transmitter
         #(.clks_per_bit(clks_per_bit))
       UART_TX_UNIT
         (
            .clk(clk_100MHz),
            .reset(reset),
            .tx_start(tx_start),
            .i_data_byte(i_data_byte),
            .tx_done(tx_done),
            .tx(tx)
         ); 
endmodule
`timescale 1ns / 1ps
module uart_receiver
 #(parameter clks_per_bit = 868)
(
  input clk,
  input reset,
  input i_rx,
  output o_data_ready,
  output [7:0] o_data_byte
 );
  localparam   idle = 2'b00,
               start = 2'b01,
               data_state = 2'b10,
               stop = 2'b11;
  reg [1:0] state;
  reg [9:0] counter;
  reg [2:0] bit_index;
  reg       data_ready;
  reg [7:0] data_byte;
  reg rx, rx_buffer;
  assign o_data_ready = data_ready;
  assign o_data_byte = data_byte;
  always @(posedge clk)
    begin
    rx_buffer <= i_rx;
    rx        <= rx_buffer;
    end
  always @(posedge clk, posedge reset)
    begin
      if (reset)
        begin
        state <= idle;
        counter <= 0;
        bit_index <= 0;
        data_ready <= 0;
        data_byte <= 0;
        end
      else
    case(state)
      idle:
      begin
      data_ready <= 0;
      counter <= 0;
      bit_index <= 0;
      if (~rx)
      begin
        state <= start;
      end  
      else
        state <= idle;  
      end
      start:
      begin
        if (counter == (clks_per_bit/2 - 1) )
          begin
          if(rx == 0)
            begin
            counter <= 0;
            state <= data_state;
            end
          else
            state <= idle;   
          end
        else
          begin
          counter <= counter + 1;
          state <= start;
          end
      end
      data_state:
      begin
        if(counter < clks_per_bit - 1 )
          begin
          counter <= counter + 1;
          state <= data_state;
          end
        else
          begin
          counter <= 0;
          data_byte[bit_index] <= rx;
          if (bit_index < 7)
            begin
            bit_index <= bit_index + 1;
            state <= data_state;
            end
          else
            begin
            state <= stop;
            end
          end
      end
      stop:
      begin
        if(counter < clks_per_bit - 1 )
          begin
          counter <= counter + 1;
          state <= stop;
          end
        else
          begin
          data_ready <= 1;
          state <= idle;
          end  
      end
      default:
        state <= idle;
    endcase
  end    
endmodule
`timescale 1ns / 1ps
module uart_transmitter
 #(parameter clks_per_bit = 868)
(
  input clk,
  input tx_start,
  input reset,
  input [7:0] i_data_byte,
  output reg tx_done,
  output reg tx
 );
  localparam   idle = 2'b00,
               start = 2'b01,
               data_state = 2'b10,
               stop = 2'b11;
  reg [1:0] state;
  reg [9:0] counter;
  reg [2:0] bit_index;
  reg [7:0] data_byte; 
    always @(posedge clk, posedge reset)
    begin
      if (reset)
        begin
        state <= idle;
        counter <= 0;
        bit_index <= 0;
        data_byte <= 0;
        end
      else
        case(state)
          idle:
            begin
              tx <= 1;
              counter <= 0;
              tx_done <= 0;
              bit_index <= 0;
              if (tx_start)
                begin
                data_byte <= i_data_byte;
                state <= start;
                end
              else
                state <= idle;
            end 
            start:
              begin
                tx <= 0;
                if (counter < clks_per_bit - 1)
                  begin
                  counter <= counter + 1;
                  state <= start;
                  end
                else
                  begin
                  counter <= 0;
                  state <= data_state;
                  end    
              end
              data_state: 
                begin
                tx <= data_byte[bit_index];
                if (counter < clks_per_bit - 1)
                  begin
                  counter <= counter + 1;
                  state <= data_state;
                  end
                else
                  begin
                    counter <= 0;
                    if (bit_index < 7)
                      begin
                        bit_index <= bit_index + 1;
                        state <= data_state;
                      end
                    else
                      begin
                      state <= stop;
                      end    
                  end  
                end
                stop:
                  begin
                    tx <= 1;
                    if (counter < clks_per_bit - 1)
                      begin
                      counter <= counter + 1;
                      state <= stop;
                      end
                    else
                      begin
                      tx_done <= 1;
                      state <= idle;
                      end  
                  end
    endcase
  end                 
endmodule
==> flow/run.sh <==
#!/bin/bash
# OpenROAD 26Q1-2900-gdf79404cd8, Yosys 0.63+post, stock flow scripts
make -C /OpenROAD-flow-scripts/flow DESIGN_CONFIG=/design/flow/config.mk WORK_HOME=/design/flow/orfs finish
==> flow/config.mk <==
export PLATFORM = sky130hd
export DESIGN_NAME = uart
export DESIGN_NICKNAME = uart
export VERILOG_FILES = /design/flow/design.v
export SDC_FILE = /design/flow/constraint.sdc
export NUM_CORES = 4
export LEC_CHECK = 1
export CORE_UTILIZATION = 30
==> flow/constraint.sdc <==
current_design uart

set clk_period 4.3
set clk_io_pct 0.2

create_clock -name clk0 -period $clk_period [get_ports {clk_100MHz}]

set non_clock_inputs [all_inputs -no_clocks]
set_input_delay [expr $clk_period * $clk_io_pct] -clock clk0 $non_clock_inputs
set_output_delay [expr $clk_period * $clk_io_pct] -clock clk0 [all_outputs]
==> flow_metrics.env <==
# yosys + openroad results
export IMPL_grt_usage_pct=12.47
export IMPL_fin_skew_ns=0.008359
export IMPL_numCtsBuffers=5
export IMPL_final_setup_worst_slack_ns=1.903
export IMPL_top_cell="dfrtp_1"
export IMPL_drc_errors=0
export IMPL_syn_inst=297
export IMPL_io_buffer_count=22
export IMPL_die_h_um=100.2
export IMPL_avgViaCountPerCell=5.011
export IMPL_clkTransAtPathRegs_ns=0.10
export IMPL_ff2ff_path_depth=7
export IMPL_hp_start="UART_RX_UNIT.rx_buffer"
export IMPL_warning_count=28
export IMPL_htree_levels=2
export IMPL_ios=23
export IMPL_rsz0062_at_grt="false"
export IMPL_die_area_mm2=0.01004
export IMPL_gp_congestion=0.8608
export IMPL_core_area_mm2=0.009284
export IMPL_crit_path_end_kind="register"
export IMPL_async_flop_share_pct=92.73
export IMPL_ys_types=49
export IMPL_yosysSeqAreaShare_pct=47.66
export IMPL_cts_tree="built"
export IMPL_firstDrtPassIters=4
export IMPL_fp_util_pct=31.16
export IMPL_period_minus_slack_ns=2.397
export IMPL_ys_cells=297
export IMPL_cts_sinks=55
export IMPL_grt_max_degree=41
export IMPL_swShare_pct=18.97
export IMPL_setup_tns_ns=0
export IMPL_finalHoldViolCount=0
export IMPL_fp_dieW_um=100.2
export IMPL_vdd_drop_max_v=0.0001312
export IMPL_cts_path_max_buffers=2
export IMPL_min_path_type="reg2reg"
export IMPL_pwr_share_comb_pct=3.6
export IMPL_seq_power_share_pct=55.4
export IMPL_wl_per_cell_um=12.31
export IMPL_p_int_mw=0.7828
export IMPL_timing_final_crit_share_pct=55.74
export IMPL_cts_resized_gates=0
export IMPL_post_cts_buffers=0
export IMPL_stdcell_count=445
export IMPL_area_growth_syn_to_layout_pct=16.05
export IMPL_r2r_end="UART_RX_UNIT.counter[9]"
export IMPL_yosysChipArea_mm2=0.002893
export IMPL_yosysTopAreaCellShare_pct=42.39
export IMPL_clk_latency_ns=0.31
export IMPL_endpoint="UART_RX_UNIT.counter[9]"
export IMPL_p_leak_nw=1.356
export IMPL_critical_path_arrival_ns=2.56
export IMPL_crit_path_start_kind="register"
export IMPL_clockRootBuffer="clkbuf_8"
export IMPL_numSynthFlops=55
export IMPL_synth_avg_cell_area_um2=9.740
export IMPL_fin_util_pct=36.16
export IMPL_top_area_cell="dfrtp_1"
export IMPL_slew_headroom_pct=57.51
export IMPL_antenna_left=0
export IMPL_finalSetupViolations=0
export IMPL_hold_buffers=0
export IMPL_syn_area_mm2=0.002893
export IMPL_placedCellCount=437
export IMPL_critPathKind="reg2reg"
export IMPL_top_cells_by_area="dfrtp_1 42%, mux2_2 5.1%, nand2_1 4.4%"
export IMPL_ys_warn_count=2
export IMPL_num_vias=2230
export IMPL_post_place_ws_ns=1.937
export IMPL_status="finished clean"
export IMPL_wl_um=5479
export IMPL_fp_row_count=35
export IMPL_drv_cap=0
export IMPL_r2r_start="UART_RX_UNIT.counter[1]"
export IMPL_fmax_mhz=417.2
export IMPL_slew_violations=0
export IMPL_grt_pass1_vias=2177
export IMPL_antennaDiodeCount=0
export IMPL_grt_pass1_wl_um=10120
export IMPL_top_cells_by_count="49 x dfrtp_1, 34 x nand2_1, 21 x a21oi_1, 21 x nor2_1, 19 x o21ai_0"
export IMPL_cp_max_fo=9
export IMPL_p_switching_mw=0.1832
export IMPL_crit_start="UART_RX_UNIT.counter[1]"
export IMPL_cp_required_ns=4.47
export IMPL_dpl_hpwl_um=3739
export IMPL_tightest_slew_ns=0.6339
export IMPL_pwr_share_clk_pct=41.1
export IMPL_edf_count=2
export IMPL_power_density_mw_per_mm2=287.8
export IMPL_synth_main_ff_cell="dfrtp_1"
export IMPL_drt_iter0_drc=89
export IMPL_grt_overflow=0
export IMPL_drive_above_1_share_pct=11.08
export IMPL_reg2reg_slack_ns=1.90
export IMPL_antenna_found_initial=0
==> logic make-up after synthesis <==
| family | after synthesis | synth area share (%) |
|---|---|---|
| muxes | 16 | 6.964 |
| xor gates and xnor gates | 7 | 2.119 |
| adders and majority gates | 7 | 3.028 |
| AOI/OAI and AO/OA | 69 | 14.92 |
| buffers and inverters | 22 | 3.416 |
| DFF | 55 | 47.66 |
| and+or+nand+nor | 121 | 21.89 |
==> through the flow <==
stage               area [um^2]  power (mW)  hold slack [ns]
floorplan                  2893      0.5627           0.3096
global placement           3224      0.5809           0.3121
detailed placement         3224      0.5813           0.3144
CTS                        3357      0.9864           0.3406
global route               3357       1.012           0.3584
finish                     3357      0.9660           0.3358
==> power groups by stage <==
stage / Combinational, mW / Clock [mW] / Sequential, mW
6_report: 0.0344 / 0.397 / 0.535
4_1_cts: 0.0361 / 0.415 / 0.535
5_1_grt: 0.0393 / 0.435 / 0.537
==> worst min-delay path by stage <==
| stage | to | slack, ns | cells after the start |
|---|---|---|---|
| finish | UART_RX_UNIT.rx | 0.34 | 0 |
| global route | UART_RX_UNIT.rx | 0.36 | 0 |
| CTS | UART_RX_UNIT.rx | 0.34 | 0 |
==> final cells by class <==
class,instances,area [um^2]
well taps,129,161.4
clock buffers,6,72.57
repair buffers,24,235.2
multi-input cells,220,1415
clock inverters,2,60.06
inverters,9,33.78
fillers,941,5927
flip-flops and latches,55,1379
==> registers in the layout (all words and copies together), names as in the netlist <==
register and flops:
UART_TX_UNIT.tx 1, UART_RX_UNIT.rx_buffer 1, UART_TX_UNIT.counter 10, UART_TX_UNIT.state 4, UART_RX_UNIT.bit_index 3, UART_TX_UNIT.bit_index 3, UART_RX_UNIT.data_byte 8, UART_RX_UNIT.rx 1
UART_RX_UNIT.data_ready 1, UART_TX_UNIT.tx_done 1, UART_RX_UNIT.counter 10, UART_TX_UNIT.data_byte 8, UART_RX_UNIT.state 4
==> cell usage in the layout, fill, tap and decap left out, types with 6 or more instances in the layout <==
cell	synthesis	final
xnor2_1	6	6
a21oi_1	21	21
inv_1	9	8
o21ai_0	19	19
clkdlybuf4s50_1	0	22
mux2_2	13	13
a211oi_1	6	6
nand3_1	17	17
nand2_1	34	34
dfrtp_1	49	49
nor2_1	21	21
ha_1	7	7
nand4_1	9	9
o31ai_1	7	7
==> layer usage <==
layer  global-route usage (%)  vias up  wire [um]
met1                    19.73     1073       2725
met3                    2.054        8        156
met4                    2.118        0         95
met2                    18.86       26       2501
met5                        0        -          0
li1                         -     1123          -
==> worst max-delay path: stages, from the launching register on <==
cell and delay (ns):
dfrtp_1 0.42, inv_1 0.07, ha_1 0.12, or4b_4 0.46, o31ai_1 0.28, nand3_1 0.17, nor3_2 0.58, o31ai_1 0.15
Power figures rest on the tool's default switching activity, not on a simulated workload.
